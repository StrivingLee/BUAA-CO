`flow/design.v`:
```
`timescale 1ns / 1ps
module alu(
    input [31:0] A,
    input [31:0] B,
    input [2:0] ALUOp,
    output [31:0] C
    );
	assign C = (ALUOp == 3'b000) ? A + B:
	           (ALUOp == 3'b001) ? A - B:
               (ALUOp == 3'b010) ? A & B:
               (ALUOp == 3'b011) ? A | B:
               (ALUOp == 3'b100) ? (A >> B):
               (ALUOp == 3'b101) ? $signed($signed(A) >>> $signed(B))
               :32'b0;
endmodule
```
`flow/run.sh`:
```
#!/bin/bash
# OpenROAD 26Q1-2900-gdf79404cd8, Yosys 0.63+post, stock flow scripts
make -C /OpenROAD-flow-scripts/flow DESIGN_CONFIG=/design/flow/config.mk WORK_HOME=/design/flow/orfs finish
```
`flow/config.mk`:
```
export PLATFORM = sky130hd
export DESIGN_NAME = alu
export DESIGN_NICKNAME = alu
export VERILOG_FILES = /design/flow/design.v
export SDC_FILE = /design/flow/constraint.sdc
export NUM_CORES = 4
export LEC_CHECK = 1
export CORE_UTILIZATION = 50
```
`flow/constraint.sdc`:
```
current_design alu

set clk_period 28.0
set clk_io_pct 0.2

create_clock -name clk0 -period $clk_period

set non_clock_inputs [all_inputs -no_clocks]
set_input_delay [expr $clk_period * $clk_io_pct] -clock clk0 $non_clock_inputs
set_output_delay [expr $clk_period * $clk_io_pct] -clock clk0 [all_outputs]
```
==> results_slide.txt <==
Implementation Results

Run status
  – Status: finished clean

GRT
  – Largest net degree at the start of global routing: 72
  – Grt ovf: 0
  – Vias in the first global route: 7566
  – Global-route wire length before repair: 44320 um
  – Number of antenna violations at the first check in global routing: 1
  – Gr usage total: 0.4036

Logic synthesis
  – Distinct lib cells used: 79
  – Yosys Instances: 1079
  – Count leader, synth: a21oi_1
  – Top cells by count: 130 x a21oi_1, 99 x nand2_1, 97 x inv_1
  – Post-synth top area cell: ha_1
  – Post-Syn Instances: 1079
  – Post-Syn Area: 7163 um^2
  – Cell area leaders: ha_1 17%, a21oi_1 9.1%, mux4_2 6.9%
  – Area leader share: 0.1659
  – Yosys warns: 0
  – Yosys stat area: 7163 um^2
  – Sequential element share of the synthesized area: 0
  – Syn Area/Cell: 6.639 um^2

Worst setup path
  – Family with the most delay on the worst path: AND-OR/OR-AND gates
  – Crit path max-delay cell type: a211oi_1
  – Req. time, crit path: 22.40 ns
  – Crit path DAT: 9.92 ns
  – Worst Setup End Kind: output port
  – Ordered cell list for the critical path: clkdlybuf4s50_1 -> buf_4 -> inv_1 -> buf_4 -> ha_1 -> o21ai_0 -> o21ai_1 -> a32oi_1 -> a211oi_1 -> o21ai_1 -> a211oi_1 -> o2111ai_1 -> xor2_1 -> o221ai_1 -> clkdlybuf4s50_1
  – Crit path kind: input port to output port
  – Startpoint Class: input port
  – Buf+Inv Stages, Crit Path: 5
  – CP peak stage delay: 0.50 ns
  – Crit path max fanout: 39

Final layout
  – FFs & Latches: 0
  – Register Area: 0 um^2
  – Cell area after layout: 8214 um^2
  – Final std cells w/o fill: 1305
  – Filler cells: 1363
  – Share of layout cells above drive strength 1: 0.06584
  – Utilization after layout: 0.5895
  – Synth-to-Final Area Change: 14.67%
  – Clk_buf instances: 0

Placement
  – DPL Wire Length: 23870 um
  – Buffers on Ports: 99
  – Placed Area: 8212 um^2
  – Placed insts: 1304
  – Place WS: 12.54 ns
  – RD Place Congestion: 1.091

Die
  – Core region area: 13930 um^2
  – Init Core Util: 0.5141
  – Top-Level Pins: 99
  – Chip area: 14810 um^2
  – Num rows: 43
  – Die Wd: 121.7 um
  – Die Y: 121.7 um

Power
  – Clk network pwr share: 0
  – VDD IR-drop max: 0.01403 mV
  – Sequential share of power: 0
  – Internal Power: 0.06543 mW
  – Comb power frac: 1.000
  – Sw frac: 0.5740
  – Psw: 0.08815 mW
  – Total Power: 0.1536 mW
  – P_leak: 3.460 nW
  – Cell Pwr Density: 18.70 nW/um^2

Worst hold path
  – Worst Hold Launch: ALUOp[0]
  – Worst hold-check path type: input port to output port
  – Hold Path Stages: 5
  – Worst Hold Endpoint: C[23]

Job
  – Max-cap check violation count: 0
  – Number of OpenROAD warnings: 96

STA
  – Slew at the pin closest to its max-slew limit: 0.8333 ns
  – Final setup viols: 0
  – Tcrit/Tclk final: 0.5544
  – Fmax: 64.42 MHz
  – Fin. max-slew vios: 0
  – Hold_ws: 12.15 ns
  – Final setup TNS: 0 ns
  – Hold Vio Cnt, Final: 0
  – Tmin final: 15.52 ns
  – Final worst slack: 12.48 ns
  – Unrepaired setup endpoints after global routing: no
  – Slew margin rel.: 0.4428

Routing
  – Violation tally from detailed-route iteration zero: 1054
  – DRC violations left: 0
  – Routed Wire Length: 30070 um
  – Vias per inst: 6.666
  – Total number of vias: 8699
  – WL per Instance: 23.04 um
  – Router iterations before antenna repair: 5
  – Final ANT Viol Nets: 0

Clocking
  – CTS Hold Buffers Added: 0
  – Post-cts resize count: 0
  – Post CTS Setup Buffer Count: 0
worst max path at each step:
stage,startpoint,endpoint,cells after the start
CTS,B[3],C[31],15
global route,B[3],C[31],15
finish,B[3],C[31],15
placed cells by master, fill, tap and decap left out, drive strengths merged, types with 13 or more instances in the layout:
cell	n
a21oi	130
nand2	99
inv	98
clkdlybuf4s50	96
ha	95
nor2	85
o21ai	71
nor3	37
mux2i	27
o22ai	24
mux4	22
buf	22
nand3	21
a31oi	21
a211oi	20
xnor2	20
o211ai	18
a221oi	16
nor4	15
nand2b	14
a21o	13
cell families (layout without fill, tap and decap cells):
kind of cell	after synthesis	in the layout	synth area share
other cells	0	1	0
mux	57	57	0.1200
xor+xnor	26	26	0.03179
fa+ha+maj	97	97	0.1715
buf+inv	173	218	0.09363
simple gates	316	316	0.2126
compound gates	410	410	0.3705
cell type report:
type / count / area (um^2) / area share
tap: 180 / 225.2 / 0.02742
inverter: 100 / 375.4 / 0.04570
multi-input combinational: 906 / 6492 / 0.7904
timing repair buffer: 118 / 1119 / 0.1362
antenna: 1 / 2.502 / 0.0003046
power groups by stage:
| stage | clock [mW] | sequential [mW] | combinational (mW) |
|---|---|---|---|
| after CTS | 0 | 0 | 0.150 |
| after global routing | 0 | 0 | 0.165 |
| final | 0.000000000938 | 0 | 0.154 |
routing by layer:
metal | track usage | wire length [um] | up-vias
met1 | 0.6106 | 13150 | 4027
met3 | 0.1135 | 3929 | 53
met5 | 0 | 0 | -
li1 | - | - | 4090
met2 | 0.5632 | 12210 | 529
met4 | 0.08873 | 788 | 0
Power and IR drop assume default switching activity.
