File: flow/design.v
`timescale 1ns / 1ps
module Bridge(
        output [31:0] m_data_addr,
        input  [31:0] m_data_rdata,
        output [31:0] m_data_wdata,
        output [3 :0] m_data_byteen,
        input  [31:0] cpu_m_data_addr,
        output [31:0] cpu_m_data_rdata,
        input  [31:0] cpu_m_data_wdata,
        input  [3 :0] cpu_m_data_byteen,
        output [31:0] m_int_addr,
        output [3 :0] m_int_byteen,
        output [31:0] TC0_Addr,
        output        TC0_WE,
        output [31:0] TC0_Din,
        input  [31:0] TC0_Dout,
        output [31:0] TC1_Addr,
        output        TC1_WE,
        output [31:0] TC1_Din,
        input  [31:0] TC1_Dout
    );
    assign m_data_addr = cpu_m_data_addr;
    assign TC0_Addr    = cpu_m_data_addr;
    assign TC1_Addr    = cpu_m_data_addr;
    assign m_data_wdata = cpu_m_data_wdata;
    assign TC0_Din      = cpu_m_data_wdata;
    assign TC1_Din      = cpu_m_data_wdata;
    wire SelTC0 = (cpu_m_data_addr >= 32'h0000_7f00) & (cpu_m_data_addr <= 32'h0000_7f0b);
    wire SelTC1 = (cpu_m_data_addr >= 32'h0000_7f10) & (cpu_m_data_addr <= 32'h0000_7f1b);
    wire SelInt = (cpu_m_data_addr >= 32'h0000_7f20) & (cpu_m_data_addr <= 32'h0000_7f23);
    wire WE = (| cpu_m_data_byteen);
    assign TC0_WE = WE & SelTC0;
    assign TC1_WE = WE & SelTC1;
    assign m_data_byteen = (SelTC0 | SelTC1) ? 4'b0 : 
                           (SelInt & (| cpu_m_data_byteen)) ? 4'b1 :
                           cpu_m_data_byteen;
    assign cpu_m_data_rdata = (SelTC0) ? TC0_Dout :
                              (SelTC1) ? TC1_Dout :
                              m_data_rdata;
    assign m_int_addr = cpu_m_data_addr;
    assign m_int_byteen = m_data_byteen;
endmodule
File: flow/run.sh
#!/bin/bash
# OpenROAD 26Q1-2900-gdf79404cd8, Yosys 0.63+post, stock flow scripts
make -C /OpenROAD-flow-scripts/flow DESIGN_CONFIG=/design/flow/config.mk WORK_HOME=/design/flow/orfs finish
File: flow/config.mk
export PLATFORM = sky130hd
export DESIGN_NAME = Bridge
export DESIGN_NICKNAME = Bridge
export VERILOG_FILES = /design/flow/design.v
export SDC_FILE = /design/flow/constraint.sdc
export NUM_CORES = 4
export LEC_CHECK = 1
export CORE_AREA = 10 10 172 172
export DIE_AREA = 0 0 182 182
File: flow/constraint.sdc
current_design Bridge

set clk_period 28.8
set clk_io_pct 0.2

create_clock -name clk0 -period $clk_period

set non_clock_inputs [all_inputs -no_clocks]
set_input_delay [expr $clk_period * $clk_io_pct] -clock clk0 $non_clock_inputs
set_output_delay [expr $clk_period * $clk_io_pct] -clock clk0 [all_outputs]
==> results.cfg <==
; physical design summary
[final_timing]
max_slew.worst_pin.slew_ps = 597
final_critical_path_required_period_ps = 14240
hold_violations = 0
setup_total_negative_slack_ps = 0
timing.final.max_slew_violations = 0
worst_slack_ps = 14560
max_freq_mhz = 70.2
unrepaired_setup_endpoints_after_global_routing = no
hold_ws_ps = 11520
setup_viols_final = 0
relSlewSlack_pct = 59.9
post-route-period-util_pct = 49.4

[final_layout]
area_growth_pct = 63.3
drive_above_1_share_pct = 17.6
stdcell_count = 728
mostFrequentLayoutCell = sky130_fd_sc_hd__clkdlybuf4s50_1
utilization_pct = 16.8
filler_cell_count = 2852
fin_area_um2 = 4370
dominant_logic_cell_types_in_the_final_layout = sky130_fd_sc_hd__clkdlybuf4s50_1 (301), sky130_fd_sc_hd__mux2_2 (63), sky130_fd_sc_hd__nor4_1 (4)
ff_latch_area_um2 = 0
design.seq.count = 0
clk_buf_instances = 0

[hold_path]
hold_path_depth = 0
min-delay-start = cpu_m_data_wdata[0]
min_path_type = in2out
worst_hold_path_ep = TC0_Din[0]

[route]
firstDrtPassIters = 4
drtAntennaViolNets = 0
routed_wl_mm = 12.1
wl_per_cell_um = 16.6
drcViolationCount = 0
detailroute.via_count = 2088
detailedRoute.firstIterationViolations = 31
avgViaCountPerCell = 2.87
count_of_inserted_antenna_diode_cells = 0

[status]
run_status = finished, final reports clean

[floorplanning]
dieHeight_um = 182
fp_util_pct = 10.3
die.size.x_um = 182
core_area_um2 = 25900
placementRows = 59
io-pin-count = 430
floorplan.die_area_um2 = 33100

[global_route]
grt_first_pass_wirelength_mm = 17.0
grt_pass1_vias = 2435
grt_antenna_before_repair = 0
grt_max_degree = 40
global_route.overflow_total = 0
global_route.usage.total_pct = 6.67

[clocking]
post_cts_resize_count = 0
cts.hold.buffers_added = 0
post-cts-setup-buffers = 0

[setup_path]
critPathCaptureType = output pin
crit_path_class = in2out
path_max_fanout = 35
critPathMostFrequentCell = sky130_fd_sc_hd__clkdlybuf4s50_1
critical_path_arrival_ps = 8480
critical_path_buf_inv_count = 3
timing.critical_path.required_ps = 23040
slowest_delay_ps = 580
path_cells = clkdlybuf4s50_1 > and4b_1 > nand4_1 > nor3_4 > buf_4 > mux2_2 > clkdlybuf4s50_1
worstSetupStartpointType = primary input
critical_path_cell_with_the_highest_stage_delay = sky130_fd_sc_hd__clkdlybuf4s50_1
critPathTopFamily = buffers and inverters

[placed_design]
number_of_port_buffers = 302
placedInstanceArea_um2 = 4370
post-place-cells = 728
post-place-ws_ps = 14370
globalplace.congestion = 0.723
post-dp-hpwl_mm = 11.0

[job]
maxCapViolations = 0
warnings = 32

[power]
irDropWorstVdd_mv = 0.00629
cell_area_power_density_nw_per_um2 = 11.6
p_leak_nw = 1.50
fin_total_pwr_mw = 0.0508

[synth]
postSynthCellCount = 324
yosys_area_um2 = 2670
yosysWarningCount = 0
postSynthSeqShare_pct = 0
synthesis.area_um2 = 2670
synth_cell_types = 23
postSynthAreaPerCell_um2 = 8.25
yosys_cells = 324
## metal layers
metal	track usage, %	vias up	wire length (um)
li1	-	989	-
met1	7.19	897	4270
met2	11.7	182	6050
met3	3.35	20	1560
met4	0.944	0	174
met5	0	-	0
## how the worst max path moves through the flow
stage	start	end	slack (ps)	cells past startpoint
finish	cpu_m_data_addr[10]	cpu_m_data_rdata[25]	14560	7
global route	cpu_m_data_addr[27]	cpu_m_data_rdata[24]	14300	7
CTS	cpu_m_data_addr[27]	cpu_m_data_rdata[25]	14360	7
## layout make-up
class / instances / area [um^2] / area share [%]
Timing Repair Buffer: 304 / 3030 / 69.5
Tap cell: 335 / 419 / 9.60
Multi-Input combinational cell: 89 / 913 / 20.9
## synth_stat cells
master | n | area (um^2)
sky130_fd_sc_hd__a21boi_0 | 3 | 22.5
sky130_fd_sc_hd__or4_1 | 1 | 7.51
sky130_fd_sc_hd__a221o_1 | 1 | 10.0
sky130_fd_sc_hd__mux2_1 | 1 | 11.3
sky130_fd_sc_hd__o21ai_0 | 1 | 5.00
sky130_fd_sc_hd__nor3_4 | 1 | 16.3
sky130_fd_sc_hd__nand3_1 | 1 | 5.00
sky130_fd_sc_hd__buf_6 | 3 | 33.8
sky130_fd_sc_hd__clkbuf_1 | 4 | 15.0
sky130_fd_sc_hd__nand2_1 | 1 | 3.75
sky130_fd_sc_hd__nand4_1 | 1 | 6.26
sky130_fd_sc_hd__and3_1 | 1 | 6.26
sky130_fd_sc_hd__nor4b_1 | 2 | 17.5
sky130_fd_sc_hd__or3_1 | 1 | 6.26
sky130_fd_sc_hd__mux2_2 | 63 | 709
sky130_fd_sc_hd__nor2_1 | 1 | 3.75
sky130_fd_sc_hd__and3b_1 | 1 | 8.76
sky130_fd_sc_hd__nand4b_1 | 1 | 8.76
sky130_fd_sc_hd__and4b_1 | 2 | 20.0
sky130_fd_sc_hd__a21bo_2 | 1 | 10.0
sky130_fd_sc_hd__o21ba_2 | 1 | 10.0
sky130_fd_sc_hd__nor4_1 | 4 | 25.0
sky130_fd_sc_hd__buf_4 | 228 | 1710
## cells by family (layout without fill, tap and decap cells)
kind of cell	after synthesis	in the layout	share of synthesized area, %
buffers and inverters	235	304	65.8
muxes	64	64	27.0
and+or+nand+nor	18	18	5.05
AOI/OAI and AO/OA	7	7	2.15
## power by group
group,switching [mW],total [mW],internal (mW)
combinational,0.0110,0.0508,0.0398
clock,0,0,0
sequential,0,0,0
total,0.0110,0.0508,0.0398
Power and IR drop assume default switching activity.
