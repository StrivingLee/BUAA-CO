<file path="flow/run.sh">
#!/bin/bash
# OpenROAD 26Q1-2900-gdf79404cd8, Yosys 0.63+post, stock flow scripts
make -C /OpenROAD-flow-scripts/flow DESIGN_CONFIG=/design/flow/config.mk WORK_HOME=/design/flow/orfs finish
</file>
<file path="flow/config.mk">
export PLATFORM = sky130hd
export DESIGN_NAME = code
export DESIGN_NICKNAME = code
export VERILOG_FILES = /design/flow/design.v
export SDC_FILE = /design/flow/constraint.sdc
export NUM_CORES = 4
export LEC_CHECK = 1
export CORE_UTILIZATION = 30
</file>
<file path="flow/constraint.sdc">
current_design code

set clk_period 14.8
set clk_io_pct 0.2

create_clock -name clk0 -period $clk_period [get_ports {Clk}]

set non_clock_inputs [all_inputs -no_clocks]
set_input_delay [expr $clk_period * $clk_io_pct] -clock clk0 $non_clock_inputs
set_output_delay [expr $clk_period * $clk_io_pct] -clock clk0 [all_outputs]
</file>
<file path="flow/design.v">
`timescale 1ns / 1ps
module code(
    input Clk,
    input Reset,
    input Slt,
    input En,
    output [63:0] Output0,
    output [63:0] Output1
    );
    reg [63:0] reg0, reg1;
    reg [1:0] count;
    assign Output0 = reg0;
    assign Output1 = reg1;
    initial begin
        count = 0;
        reg0 = 0;
        reg1 = 0;
    end
    always @(posedge Clk) begin
        if(Reset) begin
            reg0 <= 0;
            reg1 <= 0;
        end
        else if(En) begin
            if(!Slt) reg0 <= reg0 + 1;
            else begin
                if(count == 2'b11) begin
                    count <= 2'b00;
                    reg1 <= reg1 + 1;
                end
                else count <= count + 1;
            end
        end
    end
endmodule
</file>
==> notes.md <==
The critical path goes through clkdlybuf4s50_1, and4_1, and4_1, nand4_1, nor4_1, mux2_2. The time the final worst path needs with I/O delays and setup is 5170 ps. For the via count of the routed design, the log shows 6202. The areal power density over the cells is 95.8 nW/um^2, and the clock power share is 56.0%.

TritonRoute reported its final design rule violation total as 0. Setup slack on the worst reg-to-reg path comes out at 12150 ps. The top cell type's share of synthesized area came out at 40.3%. The global route stage reports its total congestion overflow as 0. The logs give 420 ps for the later-pin clock latency in the skew report and 1183 for the post-layout instance count excluding filler cells. For reference, simple AND, OR, NAND and NOR cells occupy 35.9% of the area reported after synthesis.

On the final layout, the worst hold slack is 503 ps. The critical path class was input port to register. The clock drives 130 sinks. The number of diodes came out at 0. Post-CTS repair changed the size of 0 cells. For this run, the final setup violation count is recorded as 0. The run finished with clean final reports.

The run gives 132 as the I/O pin count. A synthesized cell averages 8.32 sq um. Per the synthesis report, the adder-cell share of the synthesized area is 0.590%.

The analysis attributes to cell leakage a power of 0.00258 uW. In the post-synthesis netlist, the biggest area contributors are dfxtp_1 (40%), nand4_1 (6.8%), nor2_1 (5.6%), xor2_1 (5.1%), a21oi_1 (4.3%). TritonCTS built the clock tree. Top logic cell family in the synthesized netlist: simple AND/OR/NAND/NOR gates. With the number of cells on the worst reg-to-reg path at 5, the total iterations of the first detailed-routing run is 5. Number of H-tree levels: 4. Clock input transition at the sequential cells of the worst setup and hold paths: 60 ps.

The number of synthesis warnings is 1, and the hold-fix buffer count after cts is 0. The run gives 5553 as the number of global-route vias before repair. The relative slew slack was 56.9%; the xor/xnor cell area share of the yosys netlist was 9.23%.

The gate-level netlist out of Yosys references 46 unique cell types. The worst register-to-register path ends at reg1[63]$_SDFFE_PP0P_. Sum of routed wire length over all layers: 18.1 mm. Number of OpenROAD warnings: 25. The synthesized netlist occupies a cell area of 6360 sq um. Startpoint of the worst hold path: reg1[61]$_SDFFE_PP0P_. Number of cells on the worst hold path: 2.

Setup repair after global routing left no endpoint under its margin. With the initial antenna violation count at 0, the layout cell share with drive strength beyond 1 is 6.13%. The worst setup path is launched from an input port. The worst path uses 34.9% of the clock period.

The total negative setup slack is 0 ps, and the minimum setup slack after placement is 9230 ps. For the half-perimeter wire length after detailed placement, the log shows 12.8 mm. The horizontal die dimension reported for this design is 148 um.

Entering global routing, the biggest net connects 53 pins. With the peak supply drop at 0.0672 mV, the area overhead of the layout relative to synthesis is 35.2%. For this run, the share of the core covered by cells in the final layout is 41.9%. Counting flops with a built-in enable in the synthesized netlist gives 2. The cell chosen for the clock root is clkbuf_16. After synthesis, the most frequently instantiated cells are dfxtp_1 (128), nor2_1 (95), nand4_1 (69), a21oi_1 (54), nand2_1 (50).

The weighted congestion at the end of routability-driven global placement was 0.882; the yosys stat chip area was 6360 sq um. The worst path meets setup with 9630 ps of slack. The slowest library cell on the worst path was clkdlybuf4s50_1. Overall routing resource usage recorded by global route was 16.8%.

The portion of synthesized area spent on multiplexers is 0.492%. The number of post-CTS setup repair buffers is 0. Cell type with the highest aggregate area in the netlist: dfxtp_1. Number of hold violations in the final report: 0. The switching share of power is 19.7%. The cell that appears most often on the critical path is and4_1. Number of cells produced by synthesis: 764.

After synthesis the netlist holds a flip-flop and latch count of 130. The DRC violation total after the first TritonRoute iteration was 376. Cell internal power was estimated by the tool at 661 uW. The max-cap violation count was 0; the net switching power figure was 162 uW.

The terminating pin of the worst hold path is reg1[61]$_SDFFE_PP0P_. The worst register-to-register path begins at reg1[21]$_SDFFE_PP0P_. According to the floorplan log, the row count is 52. For this run, the slowest stage of the critical path takes 570 ps.

Yosys instantiated no cell more often than dfxtp_1. The highest net fanout along the worst path is 14, and the number of cells in the yosys synthesis report is 764. Looking at the cell usage after synthesis, the top flip-flop cell is dfxtp_1. The worst min-delay path category is register to register. The run gives 641 ps for the slew at the pin closest to its max-slew limit. The initial utilization of the core area, before any placement, comes to 31.0%. In this run the worst setup path begins at En.

For the antenna violation net count after detailed routing, the log shows 0. The required time of the critical path came out at 15100 ps. Of the total synthesized cell area, the portion taken by AND-OR and OR-AND cells is 10.1%. The placeable core region is 20500 sq um, and the chip height is 148 um. The tools report the type of element capturing the critical path as a register. After layout, the setup clock skew is reported as 8.45 ps. Combinational logic burns 1.2% of the power. The sequential share of the synthesized area was 41.3%.

The share of synthesized registers carrying an async set or reset works out to 0%. The tools report the count of placed standard cells including taps as 1151. The flow reports that sequential cells draw 42.8% of the design power. The final timing report lists a max-slew violation count of 0. At the worst endpoint, the arrival time is 5470 ps. Per the placement log, port buffering inserted 131 buffers. The run gives 21800 sq um as the chip area.

After detailed routing, the average wire length per cell comes to 15.3 um. Per the CTS log, the buffer count on the longest clock path is 2. Per-cell via count in the routed design: 5.24. The first global-routing pass estimated 29.2 mm of wire. The CTS report gives the tree buffer count as 17. Static timing analysis puts the maximum clock frequency at 0.193 GHz.
[per-layer routing]
metal  routed length (um)  global-route usage, %
met1                 8940                   27.1
met2                 7660                   23.9
met3                 1340                   3.87
met4                  165                   1.75
met5                    0                      0
[cell families (layout without fill, tap and decap cells)]
group           Yosys count  in the layout
mux                       3              3
simple gates            410            410
buf+inv                  36            185
flops                   130            130
fa+ha+maj                 3              3
xor+xnor                 67             67
compound gates          115            115
[sequential cells by signal (all words and copies together) (netlist names)]
| name | flops |
|---|---|
| count | 2 |
| reg0 | 64 |
| reg1 | 64 |
[stage by stage]
stage / total power [uW] / cell area, sq um
after floorplan: 366 / 6360
after global placement: 370 / 7950
final: 824 / 8600
after detailed placement: 370 / 7950
after CTS: 833 / 8600
after global routing: 850 / 8600
[final cells by class]
cell class | count | area [sq um]
fill | 1990 | 11900
multi-input combinational | 598 | 3580
sequential | 130 | 2620
timing repair buffer | 136 | 1350
clock buffer | 22 | 464
tap | 270 | 338
clock inverter | 10 | 180
inverter | 17 | 63.8
[worst max-delay path: cells and delay by family]
kind                   cells  cell delay, ps
and+or+nand+nor            4            1560
buffers and inverters      1             570
muxes                      1             370
[placed cells by master (no fill, tap or decap), drive strengths merged, types with 11 or more instances in the layout]
cell	n
o31ai	14
nor3	24
clkdlybuf4s50	130
nor4	21
or3	42
nor2	95
dfxtp	128
nand3	43
xnor2	30
nand4	71
xor2	37
or4	18
nand2	50
and3	11
a21oi	54
clkbuf	22
o21ai	39
inv	17
[worst max path at each step]
stage                                    to  slack [ps]  cells after the start
after CTS             reg1[63]$_SDFFE_PP0P_        9670                      6
final                 reg1[63]$_SDFFE_PP0P_        9630                      6
after global routing  reg1[48]$_SDFFE_PP0P_        9400                      6
[power by group through the flow]
| stage | Clock, uW | Combinational (uW) | Sequential [uW] |
|---|---|---|---|
| CTS | 470 | 10.5 | 352 |
| global route | 486 | 11.5 | 352 |
| finish | 461 | 10.2 | 352 |
Power figures rest on the tool's default switching activity, not on a simulated workload.
