[design/flow/design.v]
`timescale 1ns / 1ps
module ext(
    input [15:0] imm,
    input [1:0] EOp,
    output [31:0] ext
    );
    assign ext = (EOp == 2'b00) ? {{16{imm[15]}}, imm}:
                 (EOp == 2'b01) ? {{16{0}}, imm}:
                 (EOp == 2'b10) ? {imm, {16{0}}}:
                 (EOp == 2'b11) ? {{28{EOp[1]}}, EOp[1:0], 0, 0}:
                 32'b0;
endmodule
[design/flow/run.sh]
#!/bin/bash
# OpenROAD 26Q1-2900-gdf79404cd8, Yosys 0.63+post, stock flow scripts
make -C /OpenROAD-flow-scripts/flow DESIGN_CONFIG=/design/flow/config.mk WORK_HOME=/design/flow/orfs finish
[design/flow/config.mk]
export PLATFORM = sky130hd
export DESIGN_NAME = ext
export DESIGN_NICKNAME = ext
export VERILOG_FILES = /design/flow/design.v
export SDC_FILE = /design/flow/constraint.sdc
export NUM_CORES = 4
export LEC_CHECK = 1
export CORE_AREA = 10 10 70 70
export DIE_AREA = 0 0 80 80
[design/flow/constraint.sdc]
current_design ext

set clk_period 1.0
set clk_io_pct 0.2

create_clock -name clk0 -period $clk_period

set non_clock_inputs [all_inputs -no_clocks]
set_input_delay [expr $clk_period * $clk_io_pct] -clock clk0 $non_clock_inputs
set_output_delay [expr $clk_period * $clk_io_pct] -clock clk0 [all_outputs]
==> results_slide.txt <==
Flow Results at a Glance

Final timing
  • RSZ-0062 raised after global routing: yes
  • Worst hold slack: 0.6911 ns
  • Setup-failing EPs final: 16
  • Setup_tns: -0.8807 ns
  • Max Slew Vio Count: 0
  • Worst Tran Pin Value: 0.2133 ns
  • Final period util: 1.103
  • Min cycle time layout: 1.103 ns
  • Peak Freq: 906.9 MHz
  • Final WS setup: -0.1026 ns
  • Final hold violation count: 0
  • Relative slew slack: 0.8577

Global route
  • Tot GR Track Use: 0.04225
  • M2 GR Usage: 0.06581
  • Grt met1 use: 0.04087
  • Vias in the first global route: 440
  • GRT busiest layer: met2
  • Initial antenna violation count: 0
  • Wire length of the first global-routing pass: 2187 um
  • Met3 Use GR: 0.04432
  • Largest net degree at the start of global routing: 9
  • Total global routing overflow: 0

Finish
  • Area grow syn2layout: 210.8%
  • Post-route cell area: 754.5 um2
  • FF/Latch Area: 0 um2
  • Top logic cells by instance count in the layout: buf_6 (26), dlygate4sd2_1 (13), buf_2 (11)
  • Most frequent logic cell in the layout: buf_6
  • Fillcell total: 388
  • Layout clock buffer count: 0
  • Seq_cells: 0
  • Layout cell share with drive strength beyond 1: 0.6154
  • Final core occ: 0.2209

Pwr
  • Total internal power: 0.0001667 W
  • Sequential Power Share: 0
  • Pwr per Cell Area: 304.3 mW/mm2
  • Sw Pwr: 0.00006290 W
  • Switching Fraction: 0.2740
  • Comb pwr share: 1.000
  • Clk pwr share: 0
  • Max IR drop VDD: 0.0001234 V
  • Leakage: 0.4111 nW

Placement
  • Placed inst area: 710.7 um2
  • DP Worst Slack: -0.7929 ns
  • PortBufs: 50
  • Gpl congestion: 0.7595

Detailed routing
  • Via count: 371
  • Detailed-route DRC error count: 0
  • First DRT Iteration DRCs: 2
  • Routed wire length: 1526 um
  • # diodes: 0
  • Final ANT Viol Nets: 0
  • DRT Pass-1 Iters: 3
  • Vias per inst: 2.992
  • Drt wl/cell: 12.31 um

Critical path
  • Crit-path max FO: 8
  • Worst path cell trace: buf_6, nor3b_4, buf_6, buf_6, buf_6
  • Worst Path Arrival: 0.90 ns
  • Crit-path slowest cell: nor3b_4
  • CP most frequent cell: buf_6
  • Max incr delay on CP: 0.24 ns
  • WP buf/inv: 4
  • Critical Setup Path Class: in2out
  • Data required time of the worst path: 0.80 ns
  • Levels on crit path: 5
  • Setup crit end kind: primary output
  • CP top delay family: buffers and inverters
  • Crit path launch type: input port

Floorplan
  • IO Count: 50
  • Full die area: 0.006400 mm2
  • Rows: 21
  • Core Util at FP: 0.07106
  • Core area: 0.003416 mm2
  • DIE HEIGHT: 80 um
  • Die X: 80 um

Synth
  • Yosys warnings: 0
  • Yosys Instances: 33
  • Mapped Cells: 33
  • Count of cell types in the netlist: 5
  • Seq share, synth: 0
  • Cell area after synthesis: 242.7 um2
  • Syn avg cell area: 7.356 um2
  • Yosys stat area: 242.7 um2

Min path
  • Hold Path Depth: 3
  • HP Class: in2out

Run
  • Log Warnings: 35
  • Number of max-cap violations: 0

Run status
  • Failing checks: negative setup slack
  • Status: finished with violations
==> power groups by stage <==
stage	Clock [W]	Combinational (W)	Sequential, W
5_1_grt	0	0.000252	0
4_1_cts	0	0.000240	0
6_report	0	0.000230	0
==> layout make-up <==
cell class         count  area [um2]  share of cell area
repair buffers        61       556.8              0.7380
multi-input cells     17       140.1              0.1857
well taps             46       57.56             0.07629
==> synth_stat cells (all sizes together) <==
library cell	number	share of area
buf	16	0.51
and2b	5	0.15
nor2b	11	0.28
nor3b	1	0.052
==> through the flow <==
stage | cells | power, W
2_1_floorplan | 33 | 0.00006295
3_3_place_gp | 115 | 0.0002364
3_5_place_dp | 115 | 0.0002344
4_1_cts | 126 | 0.0002397
5_1_grt | 124 | 0.0002519
6_report | 124 | 0.0002296
==> routing by layer <==
metal,share of wire,vias to the layer above
met2,0.39,49
met3,0.27,0
met1,0.34,148
met4,0,0
li1,-,174
met5,0,-
==> timing repair <==
action | in CTS | in global routing
setup buffers | 10 | 0
gates resized | 144 | 16
hold buffers | 0 | 0
pin swaps | 1 | 1
gates cloned | 1 | 0
setup endpoints to repair | 32 | 26
==> path summary, 6_finish.rpt <==
kind | from | slack [ns] | endpoint
worst max-delay path | EOp[0] | -0.10 | ext[27]
worst min-delay path | imm[4] | 0.69 | ext[4]
==> logic make-up after synthesis <==
group                  after synthesis  synth area share
and+or+nand+nor                     17            0.4897
buffers and inverters               16            0.5103
Power is estimated from default activity; no workload was simulated.
