==> ./design.v <==
`timescale 1ns / 1ps
module dotProduct(
    input [31:0] vector_a,
    input [31:0] vector_b,
    output [5:0] result
    );
	assign result = (vector_a[0]&vector_b[0])+(vector_a[1]&vector_b[1])+(vector_a[2]&vector_b[2])+(vector_a[3]&vector_b[3])+(vector_a[4]&vector_b[4])+(vector_a[5]&vector_b[5])+(vector_a[6]&vector_b[6])+(vector_a[7]&vector_b[7])+(vector_a[8]&vector_b[8])+(vector_a[9]&vector_b[9])+(vector_a[10]&vector_b[10])+(vector_a[11]&vector_b[11])+(vector_a[12]&vector_b[12])+(vector_a[13]&vector_b[13])+(vector_a[14]&vector_b[14])+(vector_a[15]&vector_b[15])+(vector_a[16]&vector_b[16])+(vector_a[17]&vector_b[17])+(vector_a[18]&vector_b[18])+(vector_a[19]&vector_b[19])+(vector_a[20]&vector_b[20])+(vector_a[21]&vector_b[21])+(vector_a[22]&vector_b[22])+(vector_a[23]&vector_b[23])+(vector_a[24]&vector_b[24])+(vector_a[25]&vector_b[25])+(vector_a[26]&vector_b[26])+(vector_a[27]&vector_b[27])+(vector_a[28]&vector_b[28])+(vector_a[29]&vector_b[29])+(vector_a[30]&vector_b[30])+(vector_a[31]&vector_b[31]);
endmodule
==> ./run.sh <==
#!/bin/bash
# OpenROAD 26Q1-2900-gdf79404cd8, Yosys 0.63+post, stock flow scripts
make -C /OpenROAD-flow-scripts/flow DESIGN_CONFIG=/design/flow/config.mk WORK_HOME=/design/flow/orfs finish
==> ./config.mk <==
export PLATFORM = sky130hd
export DESIGN_NAME = dotProduct
export DESIGN_NICKNAME = dotProduct
export VERILOG_FILES = /design/flow/design.v
export SDC_FILE = /design/flow/constraint.sdc
export NUM_CORES = 4
export LEC_CHECK = 1
export CORE_AREA = 10 10 101 101
export DIE_AREA = 0 0 111 111
==> ./constraint.sdc <==
current_design dotProduct

set clk_period 7.2
set clk_io_pct 0.2

create_clock -name clk0 -period $clk_period

set non_clock_inputs [all_inputs -no_clocks]
set_input_delay [expr $clk_period * $clk_io_pct] -clock clk0 $non_clock_inputs
set_output_delay [expr $clk_period * $clk_io_pct] -clock clk0 [all_outputs]
==> metrics.yaml <==
cells_and_area:
  register_area_um2: 0
  clockBufferCount: 0
  fillerInstances: 894
  areaGrowthSynthToFinish_pct: 92.7
  nFlopsAndLatches: 0
  fraction_of_layout_instances_using_a_drive_strength_above_1: 0.339
  postLayoutCoreUtil: 0.215
pwr:
  power.density_nw_per_um2: 361
  cellInternalPower_mw: 0.371
  p_sw_frac: 0.411
  p_total_mw: 0.629
  switchingPower_mw: 0.258
  p_comb_frac: 1.000
  seq_power_share: 0
  power.clock.fraction: 0
  power_leakage_nw: 0.853
  ir_drop_mv: 0.170
final_timing:
  timing.slew.headroom: 0.891
  post-route-worst-setup-slack_ps: -112
  setup_repair_after_global_routing_missed_its_margin: "true"
  max_clock_freq_ghz: 0.137
  post-route-min-period_ps: 7310
  worstMarginPinSlew_ps: 163
  hold_slack_ps: 3970
  drv_slew: 0
  timing.final.setup_violations: 2
  hold_viol_final: 0
  final_min_period_over_clock_period: 1.02
drt:
  num_vias: 827
  drt_pass1_iterations: 4
  first_iter_violations: 17
  drt_wl_total_mm: 2.71
  vias_per_cell: 2.93
  drtAntennaViolNets: 0
  drc: 0
  wire_per_inst_um: 9.61
  count_of_inserted_antenna_diode_cells: 0
grt:
  antenna_found_initial: 0
  pin_count_of_the_biggest_net_entering_global_routing: 4
  grt_pass1_vias: 962
  global_route.overflow_total: 0
  grtUsageTotal: 0.0432
  grt_first_pass_wirelength_mm: 4.47
flow_run:
  max_cap_violations: 0
  openroad.warnings: 34
run_status:
  status: "complete, but fails checks"
  violations: "setup timing"
yosys:
  synth_chip_area_um2: 906
  synth.yosys.num_cells: 99
  post_synth_num_cell_types: 12
  postSynthSeqShare: 0
  ys.warnings.count: 0
  average_cell_area_after_synthesis_um2: 9.15
  synth_area_um2: 906
  postSynthCellCount: 99
min_path:
  hold_path.class: "in -> out"
die:
  die_y_um: 111
  top_level_port_count: 70
  initial_core_util: 0.111
  row_count: 33
  core_area_um2: 8130
  chip_area_um2: 12300
  die_x_um: 111
place:
  buffer_ports.inserted: 70
  dp_slack_ps: -1100
  hpwl_mm: 2.67
  gp_routability_congestion: 0.756
worst_setup_path:
  timing.critical_path.mode_cell: "fa_1"
  worst-path-buf-inv: 6
  cp_cell_sequence: "buf_6 > nand2_4 > fa_1 > inv_2 > fa_1 > inv_1 > fa_1 > inv_2 > fa_2 > fa_1 > fa_1 > ha_2 > inv_2 > fa_2 > nand2b_4 > a21oi_2 > xor2_1 > buf_2"
  critical_path_class: "in -> out"
  cpMaxStageDelayCell: "fa_2"
  crit_fanout: 2
  startpoint_type: "primary input"
  req_time_crit_path_ps: 5760
  delay_of_the_slowest_cell_on_the_worst_path_ps: 570
  timing.critical_path.arrival_ps: 5870
  critPathTopFamily: "adder cells"
  setup.worst_path.end_class: "output port"
[synth_stat cells]
library cell / instances / area (um^2)
a21o_1: 1 / 7.51
a21oi_2: 2 / 17.5
and2_1: 20 / 125
fa_1: 24 / 480
ha_1: 7 / 87.6
inv_1: 24 / 90.1
nand2_1: 14 / 52.6
nand2b_1: 1 / 6.26
nor2_1: 2 / 7.51
o21ai_0: 1 / 5.00
xnor2_1: 2 / 17.5
xor2_1: 1 / 8.76
[layout make-up]
class                      count  area (um^2)  share of cell area
inverter                      24         90.1              0.0516
multi-input combinational     75          880               0.504
tap                          105          131              0.0753
timing repair buffer          78          644               0.369
[path summary, 6_finish.rpt]
check	end	slack (ps)	cells after the start	startpoint
max	result[4]	-110	18	vector_a[17]
min	result[4]	3970	8	vector_a[15]
[layer usage]
| layer | global-route usage | share of wire | vias to the layer above |
|---|---|---|---|
| met3 | 0.0120 | 0.090 | 0 |
| met2 | 0.0594 | 0.39 | 48 |
| met4 | 0 | 0 | 0 |
| met1 | 0.0688 | 0.52 | 339 |
| li1 | - | - | 440 |
| met5 | 0 | 0 | - |
[per-stage QoR]
step	cell area [um^2]	TNS, ps	instances
after global routing	1750	-909	282
after global placement	1770	-4650	278
after detailed placement	1770	-4740	278
final	1750	-178	282
after CTS	1740	-622	280
after floorplan	906	0	99
[logic make-up after synthesis]
kind of cell / Yosys count / synth area share
fa+ha+maj: 31 / 0.627
simple gates: 37 / 0.211
compound gates: 4 / 0.0332
xor+xnor: 3 / 0.0290
buf+inv: 24 / 0.0995
[timing repair]
action | 4_1_cts | 5_1_grt
buffers inserted | 2 | 2
hold buffers | 0 | 0
pin swaps | 36 | 18
setup endpoints to repair | 6 | 5
resized | 100 | 27
[layout by cell type, fill, tap and decap left out, types with 4 or more instances in the layout]
cell / netlist / routed
and2_4: 0 / 6
inv_1: 24 / 18
clkbuf_2: 0 / 7
and2_1: 20 / 14
inv_2: 0 / 6
nand2_1: 14 / 12
fa_1: 24 / 20
ha_1: 7 / 6
clkdlybuf4s15_1: 0 / 8
buf_2: 0 / 17
clkdlybuf4s50_1: 0 / 35
fa_2: 0 / 4
buf_4: 0 / 8
[power groups by stage]
stage	Clock, mW	Sequential, mW	Combinational [mW]
final	0	0	0.629
after global routing	0	0	0.721
after CTS	0	0	0.602
No activity file was given, so power comes from the tool's default toggle rates.
